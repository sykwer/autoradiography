===== flow/config.mk =====
export PLATFORM = sky130hd
export DESIGN_NAME = SlaveFPGA
export DESIGN_NICKNAME = SlaveFPGA
export VERILOG_FILES = /design/flow/design.v
export SDC_FILE = /design/flow/constraint.sdc
export NUM_CORES = 4
export LEC_CHECK = 1
export CORE_UTILIZATION = 50

===== flow/constraint.sdc =====
current_design SlaveFPGA

set clk_period 5.4
set clk_io_pct 0.2

create_clock -name clk0 -period $clk_period [get_ports {clk}]

set non_clock_inputs [all_inputs -no_clocks]
set_input_delay [expr $clk_period * $clk_io_pct] -clock clk0 $non_clock_inputs
set_output_delay [expr $clk_period * $clk_io_pct] -clock clk0 [all_outputs]

===== flow/design.v =====
module AdcController(
           clk, reset, start_acquisition, data_enable, is_error, data_out,
           SCLK, CNVST, RD, CS, RESET, OB2C, PD, SDOUT, RDERROR, BUSY,
       );
localparam T2 = 100;
localparam T9 = 3;
localparam MODE_ERROR_RDERROR = 0;
localparam MODE_ERROR_NOT_READY = 1;
localparam MODE_RESETTING = 2;
localparam MODE_RESET_WAIT_BUSY_UP = 3;
localparam MODE_RESET_WAIT_BUSY_DOWN = 4;
localparam MODE_READY = 5;
localparam MODE_CONV_WAIT_BUSY_UP = 6;
localparam MODE_CONV_WAIT_BUSY_DOWN = 7;
localparam MODE_ACQUISITION = 8;
localparam MODE_AFTER_ACQUISITION = 9;
input clk, reset, start_acquisition;
input RDERROR, BUSY, SDOUT;
output data_enable, is_error;
output [15:0] data_out;
reg [17:0] data;
output reg SCLK, CNVST, CS, RESET;
output RD, OB2C, PD;
reg [31:0] counter;
reg counter_on;
reg [31:0] reset_counter;
reg [4:0] data_index;
reg [3:0] mode;
always @(posedge clk) begin
    if (reset) begin
        data <= 0;
        SCLK <= 1;  
        CNVST <= 1;
        CS <= 1;
        counter <= 0;
        counter_on <= 0;
        data_index <= 17;
        RESET <= 1;
        mode <= MODE_RESETTING;
        reset_counter <= 1;
    end else if (RDERROR) begin
        mode <= MODE_ERROR_RDERROR;
    end else if (mode == !MODE_READY && start_acquisition) begin
        mode <= MODE_ERROR_NOT_READY;
    end else begin
        if (mode == MODE_RESETTING) begin
            reset_counter <= reset_counter + 1;
            if (reset_counter == T9) begin
                RESET <= 0;
                mode <= MODE_RESET_WAIT_BUSY_UP;
            end
        end
        if (mode == MODE_RESET_WAIT_BUSY_UP) begin
            if (BUSY) begin
                mode <= MODE_RESET_WAIT_BUSY_DOWN;
            end
        end
        if (mode == MODE_RESET_WAIT_BUSY_DOWN) begin
            if (!BUSY) begin
                mode <= MODE_READY;
            end
        end
        if (mode == MODE_READY) begin
            if (start_acquisition) begin
                CNVST <= 0;
                counter <= 0;
                counter_on <= 1;
                mode <= MODE_CONV_WAIT_BUSY_UP;
            end
        end
        if (mode == MODE_CONV_WAIT_BUSY_UP) begin
            if (BUSY) begin
                mode <= MODE_CONV_WAIT_BUSY_DOWN;
            end
        end
        if (mode == MODE_CONV_WAIT_BUSY_DOWN) begin
            if (!BUSY) begin
                mode <= MODE_ACQUISITION;
                CS <= 0;  
                data_index <= 17;  
            end
        end
        if (mode == MODE_ACQUISITION) begin
            SCLK <= !SCLK;  
            if (SCLK == 0) begin
                data[data_index] <= SDOUT;
                if (data_index >= 1) begin
                    data_index <= data_index - 1;
                end else begin
                    mode <= MODE_AFTER_ACQUISITION;
                    CS <= 1;
                end
            end
        end
        if (mode == MODE_AFTER_ACQUISITION) begin
            if (counter >= T2) begin
                mode <= MODE_READY;
                counter_on <= 0;
            end
        end
        if (counter_on) begin
            counter <= counter + 1;
        end
    end
end
assign data_out = data[17:2];
assign data_enable = (mode == MODE_AFTER_ACQUISITION);
assign is_error = (mode == MODE_ERROR_NOT_READY || mode == MODE_ERROR_RDERROR);
assign RD = 0;
assign OB2C = 0;  
assign PD = 0;
endmodule
module DataSerializer(
           clk, reset, lower_adc_data, upper_adc_data,
           lower_adc_data_enable, upper_adc_data_enable, out_bit,
       );
localparam MODE_WAIT_ADC_DATA_ENABLE_UP = 0;
localparam MODE_NOTIFY_START_SERIALIZING = 1;
localparam MODE_NOTIFY_CHANNEL = 2;
localparam MODE_SERIALIZING = 3;
localparam MODE_AFTER_SERIALIZING = 4;
input clk, reset, lower_adc_data_enable, upper_adc_data_enable;
input [15:0] lower_adc_data, upper_adc_data;
output reg out_bit;
reg [15:0] data;
reg [3:0] data_index;
reg [2:0] mode;
reg channel;  
reg lower_adc_data_next_ready;
reg upper_adc_data_next_ready;
always @(posedge clk) begin
    if (reset) begin
        out_bit <= 0;  
        data <= 0;
        data_index <= 0;
        mode <= MODE_WAIT_ADC_DATA_ENABLE_UP;
        channel <= 0;
        lower_adc_data_next_ready <= 1;
        upper_adc_data_next_ready <= 1;
    end else begin
        if (mode == MODE_WAIT_ADC_DATA_ENABLE_UP) begin
            if ((lower_adc_data_enable && lower_adc_data_next_ready) || (upper_adc_data_enable && upper_adc_data_next_ready)) begin
                mode <= MODE_NOTIFY_START_SERIALIZING;
                out_bit <= 1;
            end
            if (lower_adc_data_enable && lower_adc_data_next_ready) begin
                data <= lower_adc_data;
                channel <= 0;
                lower_adc_data_next_ready <= 0;
            end else if (upper_adc_data_enable && upper_adc_data_next_ready) begin
                data <= upper_adc_data;
                channel <= 1;
                upper_adc_data_next_ready <= 0;
            end
        end
        if (mode == MODE_NOTIFY_START_SERIALIZING) begin
            out_bit <= channel;
            mode <= MODE_NOTIFY_CHANNEL;
            data_index <= 15;
        end
        if (mode == MODE_NOTIFY_CHANNEL) begin
            out_bit <= data[data_index];
            data_index <= data_index - 1;
            mode <= MODE_SERIALIZING;
        end
        if (mode == MODE_SERIALIZING) begin
            out_bit <= data[data_index];
            if (data_index >= 1) begin
                data_index <= data_index - 1;
            end else begin
                mode <= MODE_AFTER_SERIALIZING;
            end
        end
        if (mode == MODE_AFTER_SERIALIZING) begin
            out_bit <= 0;
            mode <= MODE_WAIT_ADC_DATA_ENABLE_UP;
        end
        if (!lower_adc_data_next_ready && !lower_adc_data_enable) begin
            lower_adc_data_next_ready <= 1;
        end
        if (!upper_adc_data_next_ready && !upper_adc_data_enable) begin
            upper_adc_data_next_ready <= 1;
        end
    end
end
endmodule
module ReadoutConfigurator(
           SMT_MD, PDZ, NAPZ, ENTRI, INTUPZ, PGA,
       );
output SMT_MD, PDZ, NAPZ, ENTRI, INTUPZ;
output [2:0] PGA;
assign SMT_MD = 0;  
assign PDZ = 1;  
assign NAPZ = 1;  
assign ENTRI = 0;  
assign INTUPZ = 0;  
assign PGA = 3;  
endmodule
module SlaveFPGA(
           clk, reset, start_lower_adc, start_upper_adc, serial_data_out,
           lower_adc_error, upper_adc_error,
           SMT_MD, PDZ, NAPZ, ENTRI, INTUPZ, PGA,
           SCLK0, CNVST0, RD0, CS0, RESET0, OB2C0, PD0, SDOUT0, RDERROR0, BUSY0,
           SCLK1, CNVST1, RD1, CS1, RESET1, OB2C1, PD1, SDOUT1, RDERROR1, BUSY1,
       );
input clk, reset;
input start_lower_adc, start_upper_adc;
output serial_data_out;
output lower_adc_error, upper_adc_error;
output SMT_MD, PDZ, NAPZ, ENTRI, INTUPZ;
output [2:0] PGA;
output SCLK0, CNVST0, RD0, CS0, RESET0, OB2C0, PD0;
input SDOUT0, RDERROR0, BUSY0;
output SCLK1, CNVST1, RD1, CS1, RESET1, OB2C1, PD1;
input SDOUT1, RDERROR1, BUSY1;
wire [15:0] lower_adc_data_wire, upper_adc_data_wire;
wire lower_adc_data_enable_wire, upper_adc_data_enable_wire;
ReadoutConfigurator readout_configurator(
                        SMT_MD, PDZ, NAPZ, ENTRI, INTUPZ, PGA,
                    );
AdcController lower_adc_controller(
                  clk, reset, start_lower_adc, lower_adc_data_enable_wire, lower_adc_error, lower_adc_data_wire,
                  SCLK0, CNVST0, RD0, CS0, RESET0, OB2C0, PD0, SDOUT0, RDERROR0, BUSY0,
              );
AdcController upper_adc_controller(
                  clk, reset, start_upper_adc, upper_adc_data_enable_wire, upper_adc_error, upper_adc_data_wire,
                  SCLK1, CNVST1, RD1, CS1, RESET1, OB2C1, PD1, SDOUT1, RDERROR1, BUSY1,
              );
DataSerializer data_serializer(
                   clk, reset, lower_adc_data_wire, upper_adc_data_wire, lower_adc_data_enable_wire,
                   upper_adc_data_enable_wire, serial_data_out,
               );
endmodule

===== flow/run.sh =====
#!/bin/bash
# OpenROAD 26Q1-2900-gdf79404cd8, Yosys 0.63+post, stock flow scripts
make -C /OpenROAD-flow-scripts/flow DESIGN_CONFIG=/design/flow/config.mk WORK_HOME=/design/flow/orfs finish

==> results.py <==
# Synthesis and PnR figures
metrics = {
    "worst_hold_path": {
        "hp-class": "flop to flop",
    },
    "status": {
        "outcome": "completed",
    },
    "setup_path": {
        "setup.worst_path.start_class": "input pin",
        "cp.arrival_ns": 3.74,
        "rr_startpoint": "lower_adc_controller.mode[1]",
        "critPathRequiredTime_ns": 5.85,
        "slowest_delay_ns": 0.61,
        "ff2ff_path_depth": 5,
        "critPathCapture": "lower_adc_controller.counter[30]",
        "cp-end-kind": "flop",
        "cp_slowest_cell": "or4_1",
        "r2r_setup_slack_ns": 2.88,
        "path_class": "input pin to flop",
        "cp_max_fo": 17,
        "crit_chain": "clkdlybuf4s50_1, a21o_1, nor2_2, nand3_1, or4_1, a21oi_1",
        "r2r-end": "lower_adc_controller.counter[30]",
        "crit_start": "start_lower_adc",
    },
    "sta": {
        "fin_tns_setup_ns": 0,
        "setup_violations": 0,
        "rsz0062_at_grt": "no",
        "slew_violations": 0,
        "post-route-period-util": 0.610,
        "hold_viol_final": 0,
        "max_slew.worst_pin.slew_ns": 0.809,
        "slew_headroom": 0.459,
        "min_period_ns": 3.30,
        "max_freq_mhz": 303,
        "clock_skew_ns": 0.00711,
    },
    "cts": {
        "ctsHtreeMaxLevel": 1,
        "cts_setup_buffers": 0,
        "cts_resized": 0,
        "insertion_delay_ns": 0.52,
        "clockBufferDepth": 3,
        "cts_buffers": 26,
        "clock_tree.root_cell": "clkbuf_16",
        "hold_buffers": 0,
        "clkTransAtPathRegs_ns": 0.05,
        "cts_num_sinks": 229,
        "tritoncts": "done",
    },
    "layout": {
        "drive_gt1_frac": 0.0703,
        "flop_area_um2": 4580,
        "fillers": 1926,
        "area_delta_synth_final_pct": 10.3,
        "fin_cells": 1569,
        "postLayoutCoreUtil": 0.567,
        "layout.area.comb_um2": 5840,
    },
    "route": {
        "drt_iter0_markers": 465,
        "diodes": 0,
        "drt-pass1-iter-count": 4,
        "vias_per_cell": 5.64,
        "ant_nets": 0,
        "drcViolationCount": 0,
        "vias": 8844,
        "avgRoutedWirePerCell_um": 14.9,
        "totalWireLength_um": 23300,
    },
    "place": {
        "gp_congestion": 0.813,
        "io_buffers": 20,
        "placed_cells": 1523,
        "dpl.hpwl_um": 15600,
    },
    "die": {
        "boundaryPins": 35,
        "rows": 53,
        "initCoreUtil": 0.514,
        "die_area_um2": 22400,
        "core-area_um2": 21200,
        "die_w_um": 150,
        "fp.dieH_um": 150,
    },
    "run": {
        "openroad.warnings": 36,
        "maxCapViolations": 0,
    },
    "synth": {
        "yosys_cells": 1282,
        "xor_share": 0.0827,
        "ff_type": "dfxtp_1",
        "yosys.stat.seqShare": 0.420,
        "edf_count": 0,
        "ys_top_logic_family": "simple AND/OR/NAND/NOR gates",
        "netlist_area_um2": 10900,
        "compound_area_frac": 0.116,
        "syn_inst": 1282,
        "yosysWarnings": 2,
        "ys_area_um2": 10900,
        "async_reset_ff_frac": 0,
        "synthAdderAreaFrac": 0.0184,
        "simple_gate_area_frac": 0.297,
        "synthMuxAreaShare": 0.0163,
        "syn_avg_cell_area_um2": 8.51,
        "synth_cell_type_count": 64,
        "synth_flops": 229,
    },
    "grt": {
        "grtUsageMet2": 0.320,
        "grt_util_met3": 0.0339,
        "antenna_found_initial": 0,
        "grt_max_degree": 48,
        "grtUsageMet1": 0.363,
        "top_usage_layer": "met1",
        "grt_pass1_wl_um": 39600,
        "globalRouteOverflowTotal": 0,
        "grt_pass1_vias": 8071,
        "grtUsageTotal": 0.221,
    },
    "power": {
        "p_leak_nw": 4.03,
        "vdd_drop_max_mv": 0.243,
        "p_per_area_nw_per_um2": 288,
    },
}
[synth_stat cells, drive strengths merged (3+ instances only)]
cell type | number | area [µm²]
buf | 31 | 201
nor4 | 67 | 504
ha | 16 | 200
or4 | 14 | 116
nor2 | 183 | 689
o211ai | 3 | 22.5
a311oi | 21 | 184
a22oi | 6 | 45.0
a31oi | 9 | 56.3
or3 | 20 | 125
xnor2 | 67 | 587
mux4 | 3 | 67.6
and4 | 17 | 149
nor3b | 3 | 22.5
o21ai | 28 | 140
or2 | 3 | 18.8
a32o | 17 | 170
dfxtp | 229 | 4580
mux2i | 11 | 110
nand4 | 46 | 294
nor4b | 4 | 35.0
nand2b | 3 | 18.8
clkbuf | 46 | 173
inv | 44 | 165
xor2 | 36 | 315
a21oi | 50 | 262
a21o | 7 | 52.6
nand3 | 69 | 350
nor3 | 42 | 252
nand2 | 114 | 428
and2 | 16 | 100
o31ai | 8 | 60.1
a31o | 7 | 61.3
a211oi | 3 | 22.5
and3 | 12 | 75.1
nor2b | 6 | 37.5
[critical path, delay by kind of cell]
kind | cells | cell delay (ns)
buf+inv | 1 | 0.50
compound gates | 2 | 0.49
simple gates | 3 | 1.67
[metrics by stage]
| stage | area, µm² | setup WS, ns | hold WS (ns) | total power [mW] |
|---|---|---|---|---|
| finish | 12000 | 2.10 | 0.451 | 3.46 |
| detailed placement | 11200 | 1.56 | 0.451 | 1.83 |
| CTS | 12000 | 2.13 | 0.459 | 3.51 |
| floorplan | 11000 | 2.87 | 0.400 | 1.81 |
| global route | 12000 | 1.92 | 0.482 | 3.59 |
| global placement | 11200 | 1.66 | 0.447 | 1.83 |
[power breakdown]
| part | switching [mW] | internal (mW) | total [mW] | leakage, nW |
|---|---|---|---|---|
| Sequential | 0.00741 | 1.70 | 1.71 | 1.85 |
| Combinational | 0.0597 | 0.0291 | 0.0888 | 1.78 |
| Clock | 0.674 | 0.992 | 1.67 | 0.405 |
| Total | 0.741 | 2.72 | 3.46 | 4.03 |
[sequential cells by signal, indices dropped and copies added (netlist names), 4 cells and up]
name / cells
upper_adc_controller.data_index: 5
lower_adc_controller.reset_counter: 32
lower_adc_controller.data: 16
lower_adc_controller.counter: 32
upper_adc_controller.reset_counter: 32
upper_adc_controller.mode: 10
upper_adc_controller.data: 16
data_serializer.data: 16
lower_adc_controller.mode: 10
data_serializer.mode: 5
data_serializer.data_index: 4
lower_adc_controller.data_index: 5
upper_adc_controller.counter: 32
[worst min path at each step]
| stage | startpoint | end | slack (ns) | cells after the start |
|---|---|---|---|---|
| CTS | upper_adc_controller.CNVST | upper_adc_controller.CNVST | 0.46 | 2 |
| global route | upper_adc_controller.mode[4] | upper_adc_controller.mode[4] | 0.48 | 2 |
| finish | upper_adc_controller.CNVST | upper_adc_controller.CNVST | 0.45 | 2 |
[routing by layer]
layer | part of all wire | up-vias
met1 | 0.52 | 4092
met2 | 0.42 | 149
met4 | 0.018 | 0
met3 | 0.045 | 32
met5 | 0 | -
li1 | - | 4571
[cell type report]
cell class,count,share of cell area
Clock buffer,41,0.0655
Clock inverter,5,0.00208
Inverter,44,0.0137
Multi-Input combinational cell,944,0.486
Sequential cell,229,0.381
Tap cell,275,0.0286
Timing Repair Buffer,31,0.0233
[logic make-up after synthesis]
kind of cell | Yosys count
AND-OR/OR-AND | 176
buffers and inverters | 121
other | 2
flip-flops | 229
XOR/XNOR | 103
adder cells (fa/ha/maj) | 16
multiplexers | 14
AND/OR/NAND/NOR | 621
[cell usage in the layout (no fill, tap or decap), drive strengths merged, types with 3 or more instances in the layout]
| master | netlist | layout |
|---|---|---|
| a32o | 17 | 17 |
| clkinv | 0 | 5 |
| a21oi | 50 | 50 |
| or3 | 20 | 20 |
| conb | 2 | 14 |
| nand2b | 3 | 3 |
| nor3 | 42 | 42 |
| xnor2 | 67 | 67 |
| ha | 16 | 16 |
| nor3b | 3 | 3 |
| and4 | 17 | 17 |
| and3 | 12 | 12 |
| a311oi | 21 | 21 |
| a31oi | 9 | 9 |
| dfxtp | 229 | 229 |
| o211ai | 3 | 3 |
| and2 | 16 | 16 |
| a22oi | 6 | 6 |
| nor4 | 67 | 67 |
| a211oi | 3 | 3 |
| nand4 | 46 | 46 |
| nor4b | 4 | 4 |
| clkbuf | 46 | 41 |
| clkdlybuf4s50 | 0 | 19 |
| or2 | 3 | 3 |
| mux4 | 3 | 3 |
| nand2 | 114 | 114 |
| inv | 44 | 44 |
| a31o | 7 | 7 |
| mux2i | 11 | 11 |
| o31ai | 8 | 8 |
| buf | 31 | 12 |
| nor2 | 183 | 183 |
| xor2 | 36 | 36 |
| o21ai | 28 | 28 |
| a21o | 7 | 7 |
| or4 | 14 | 14 |
| nand3 | 69 | 69 |
| nor2b | 6 | 6 |
Power and IR drop assume default switching activity.
